**run.sh**
```bash
#!/bin/bash
# OpenROAD 26Q1-2900-gdf79404cd8, Yosys 0.63+post, stock flow scripts
make -C /OpenROAD-flow-scripts/flow DESIGN_CONFIG=/design/flow/config.mk WORK_HOME=/design/flow/orfs finish
```
**design.v**
```verilog
`timescale 1ns / 1ps
module ID_EX_SEG(
	 input Clk,
	 input stall,
	 input flush,
	 input PCWre,
	 input if_wr_reg,
	 input isLW,
    input ALUSrcB,
    input ALUM2Reg,
    input DataMemRW,
	 input [2:0] ALUOp,
	 input [31:0] readData1,
	 input [31:0] readData2,
    input [31:0] targPcOut_ID,
	 input [31:0] immediate_32,
	 input [4:0] rs,
	 input [4:0] rt,
	 input rs_src,
	 input rt_src,
	 input [4:0] targReg,
	 output reg PCWre_ID_EX_SEG_out,
	 output reg if_wr_reg_ID_EX_SEG_out,
	 output reg isLW_ID_EX_SEG_out,
    output reg ALUSrcB_ID_EX_SEG_out,
    output reg ALUM2Reg_ID_EX_SEG_out,
    output reg DataMemRW_ID_EX_SEG_out,
	 output reg [2:0] ALUOp_ID_EX_SEG_out,
	 output reg [31:0] readData1_ID_EX_SEG_out,
	 output reg [31:0] readData2_ID_EX_SEG_out,
    output reg [31:0] targPcOut_ID_ID_EX_SEG_out,
	 output reg [31:0] immediate_32_ID_EX_SEG_out,
	 output reg [4:0] rs_ID_EX_SEG_out,
	 output reg [4:0] rt_ID_EX_SEG_out,
	 output reg rs_src_ID_EX_SEG_out,
	 output reg rt_src_ID_EX_SEG_out,
	 output reg [4:0] targReg_ID_EX_SEG_out
    );
always@(posedge Clk)
begin
if(flush)
begin
	PCWre_ID_EX_SEG_out <= 1'b0;
	if_wr_reg_ID_EX_SEG_out <= 1'b0;
	isLW_ID_EX_SEG_out <= 1'b0;
	ALUSrcB_ID_EX_SEG_out <= 1'b0;
	ALUM2Reg_ID_EX_SEG_out <= 1'b0;
	DataMemRW_ID_EX_SEG_out <= 1'b0;
	ALUOp_ID_EX_SEG_out <= 3'b0;
	readData1_ID_EX_SEG_out <= 32'b0;
	readData2_ID_EX_SEG_out <= 32'b0;
	targPcOut_ID_ID_EX_SEG_out <= 32'b0;
	immediate_32_ID_EX_SEG_out <= 32'b0;
	rs_ID_EX_SEG_out <= 5'b0;
	rt_ID_EX_SEG_out <= 5'b0;
	rs_src_ID_EX_SEG_out <= 1'b0;
	rt_src_ID_EX_SEG_out <= 1'b0;
	targReg_ID_EX_SEG_out <= 5'b0;
end
else if(~stall)
begin
	 PCWre_ID_EX_SEG_out <= PCWre;
	 if_wr_reg_ID_EX_SEG_out <= if_wr_reg;
	 isLW_ID_EX_SEG_out <= isLW;
	 ALUSrcB_ID_EX_SEG_out <= ALUSrcB;
	 ALUM2Reg_ID_EX_SEG_out <= ALUM2Reg;
	 DataMemRW_ID_EX_SEG_out <= DataMemRW;
	 ALUOp_ID_EX_SEG_out <= ALUOp;
	 readData1_ID_EX_SEG_out <= readData1;
	 readData2_ID_EX_SEG_out <= readData2;
	 targPcOut_ID_ID_EX_SEG_out <= targPcOut_ID;
	 immediate_32_ID_EX_SEG_out <= immediate_32;
	 rs_ID_EX_SEG_out <= rs;
	 rt_ID_EX_SEG_out <= rt;
	 rs_src_ID_EX_SEG_out <= rs_src;
	 rt_src_ID_EX_SEG_out <= rt_src;
	 targReg_ID_EX_SEG_out <= targReg;
end
end
endmodule
```
**constraint.sdc**
```tcl
current_design ID_EX_SEG

set clk_period 1.0
set clk_io_pct 0.2

create_clock -name clk0 -period $clk_period [get_ports {Clk}]

set non_clock_inputs [all_inputs -no_clocks]
set_input_delay [expr $clk_period * $clk_io_pct] -clock clk0 $non_clock_inputs
set_output_delay [expr $clk_period * $clk_io_pct] -clock clk0 [all_outputs]
```
**config.mk**
```make
export PLATFORM = sky130hd
export DESIGN_NAME = ID_EX_SEG
export DESIGN_NICKNAME = ID_EX_SEG
export VERILOG_FILES = /design/flow/design.v
export SDC_FILE = /design/flow/constraint.sdc
export NUM_CORES = 4
export LEC_CHECK = 1
export CORE_UTILIZATION = 30
```
==> summary.txt <==
Results of the implementation run.

The flow ran to the end, but the final reports show violations. The checks that failed: negative setup slack. The number of standard cells reported by yosys is 496. The portion of total power attributed to combinational logic came out at 0.124. The required time at the worst-slack endpoint came out at roughly 0.8 ns. The number of antenna violations at the first check in global routing is 0. On the worst path, the slowest cell contributes a delay of 0.32 ns. The via density per instance came out at around 4.4. The maximum number of pins on one net before global-route repair is approximately 55. The total of flip-flops plus latches after synthesis came out at 154. The total track usage is 0.166. The relative max-transition margin came out at 0.842.

For reference, the final report shows the max-slew violation count at 0. Per the post-route antenna check, the number of violating nets is 0. The top achievable clock speed is roughly 0.96 GHz. The post-route utilization of the core is recorded as 0.515. The setup path with the least slack is of type register to primary output.

Per the synthesis report, the dominant area consumer among library cells is sky130_fd_sc_hd__dfxtp_1. The overall power consumption is roughly 15 mW. The total of max-cap violations is 0.

Setup repair after global routing could not meet its margin everywhere. The first-pass GRT wire length came out at between 20000 and 25000 µm. The analysis reports a worst IR drop on VDD of 1.33 mV. The total inserted antenna cells came out at 0. The share of synthesized area in the top cell type comes to 0.569. The maximum clock skew at final layout came out at 0 ns. The number of violations reported at the end of detailed-routing iteration 0 came out at 120. The number of vias in the routed layout is between 4000 and 5000.

The total I/O pin count came out at 311. The wire length per cell came out at between 10 and 15 µm. The clock tree root driver cell is sky130_fd_sc_hd__clkbuf_16. The combined buffer and inverter count along the critical path is 1. Setup slack on the worst path after placement came out at -0.0783 ns. The final tally of setup violations came out at ~150. The internal cell power is roughly 12 mW. The largest fanout of any net on the critical path came out at 2.

The post-synthesis area per instance came out at around 11 µm². The maximum clock path buffer count is 2. The tree built by TritonCTS fans out to 154 sinks.

The depth of the CTS H-tree is 4. Buffers placed on the I/O ports in this run total ~310. The chip width came out at roughly 140 µm.

After its last routability iteration, the placer logged a weighted congestion of just under 0.8. After detailed routing, the number of remaining DRC violations is 0. On the critical path the largest part of the delay comes from flip-flops.

The via count of the first global-routing pass came out at roughly 4600. The summed standard-cell area reported by yosys is about 0.0054 mm². The overall die height is roughly 140 µm. The cell area that synthesis handed to floorplanning was approximately 0.0054 mm².

The wire-length estimate of the detail-placed layout is between 10000 and 15000 µm. The first-pass iteration count of the detailed router came out at 4. The clock share of power came out at 0.432. The areal power density over the cells came out at 1690 mW/mm².

As reported, the later end of the worst-skew pair has a clock insertion delay of slightly above 0.4 ns. Per the final layout report, the fraction of cells sized above drive strength 1 comes to 0.441. The worst setup path is captured at a primary output. By area the synthesized netlist is led by sky130_fd_sc_hd__dfxtp_1 57%, sky130_fd_sc_hd__mux2i_1 28%, sky130_fd_sc_hd__nor2_1 11%. The area growth from synthesis to final layout came out at 65.9%.

After layout, the minimum clock period comes to around 1.0 ns. The leakage power figure is 4.37 nW. For this block, the routed nets add up to ~15000 µm of wire.

The number of buffers inserted by hold repair at cts came out at 0. The row count came out at between 40 and 50. The gate count of the mapped netlist is ~500. The final worst slack is -0.0457 ns. Of the total power, registers draw 0.444. The critical path's slowest cell is sky130_fd_sc_hd__dfxtp_2. The sort of element at the start of the critical path is a register. The final period utilization is 1.05.

The final hold violation count is 0. The slew at the pin closest to its max-slew limit came out at about 0.24 ns. The region available for standard cell placement spans around 0.017 mm². The number of different library cells used by synthesis comes to 8. In this run the power spent charging and discharging nets is between 3 and 4 mW. The report lists the cells along the critical path as buf_2.

The switching power share of the total is 0.216. The count of placed standard cells in the final layout, fillers left out is 1052. The data arrival time of the worst path came out at 0.85 ns. The number of synthesis warnings came out at 1.

After floorplanning, the die was sized to cover about 0.019 mm². The number of placed instances, taps included came out at ~1000. TritonCTS created 17 clock buffers.

After global routing the overflow that remains totals 0. The final sum of negative setup slack came out at -4.47 ns. The OpenROAD warning count is 28. The registers of the reported paths see a clock transition of about 0.060 ns. TritonCTS built the clock tree. The floorplan-stage core utilization is 0.310. The type recorded for the worst min-delay path is primary input to register.

The share of synthesized area occupied by flip-flops and latches came out at 0.569.
==> power groups by stage <==
stage | clock [mW] | sequential, mW | combinational (mW)
CTS | 6.74 | 6.75 | 1.91
global route | 7.03 | 6.80 | 2.07
finish | 6.58 | 6.75 | 1.89
==> stage by stage <==
| stage | hold slack [ns] | area [µm²] |
|---|---|---|
| 5_1_grt | 0.220 | 8990 |
| 2_1_floorplan | 0.344 | 5430 |
| 3_3_place_gp | 0.474 | 8840 |
| 4_1_cts | 0.214 | 8970 |
| 6_report | 0.226 | 8990 |
| 3_5_place_dp | 0.482 | 8840 |
==> cell usage after synthesis <==
cell type	count
sky130_fd_sc_hd__buf_1	6
sky130_fd_sc_hd__buf_2	2
sky130_fd_sc_hd__buf_4	10
sky130_fd_sc_hd__buf_6	7
sky130_fd_sc_hd__clkbuf_1	9
sky130_fd_sc_hd__dfxtp_1	154
sky130_fd_sc_hd__mux2i_1	154
sky130_fd_sc_hd__nor2_1	154
==> sequential cells by signal, summed over array words and instances (netlist names) <==
signal	flops
ALUOp_ID_EX_SEG_out	3
targReg_ID_EX_SEG_out	5
readData2_ID_EX_SEG_out	32
readData1_ID_EX_SEG_out	32
ALUSrcB_ID_EX_SEG_out	1
targPcOut_ID_ID_EX_SEG_out	32
DataMemRW_ID_EX_SEG_out	1
rt_ID_EX_SEG_out	5
rt_src_ID_EX_SEG_out	1
if_wr_reg_ID_EX_SEG_out	1
ALUM2Reg_ID_EX_SEG_out	1
rs_ID_EX_SEG_out	5
rs_src_ID_EX_SEG_out	1
isLW_ID_EX_SEG_out	1
immediate_32_ID_EX_SEG_out	32
PCWre_ID_EX_SEG_out	1
==> worst paths after layout <==
check | endpoint | depth (start not counted) | startpoint | slack, ns
worst max-delay path | immediate_32_ID_EX_SEG_out[28] | 1 | immediate_32_ID_EX_SEG_out[28] | -0.05
worst min-delay path | readData1_ID_EX_SEG_out[7] | 3 | stall | 0.23
worst max register to register | rt_src_ID_EX_SEG_out | 3 | rt_src_ID_EX_SEG_out | 0.27
worst min register to register | readData2_ID_EX_SEG_out[29] | 2 | readData2_ID_EX_SEG_out[29] | 0.48
==> layout make-up <==
type / count / area, µm²
multi-input combinational: 308 / 2120
fill: 1518 / 8480
clock buffer: 20 / 467
tap: 225 / 282
timing repair buffer: 334 / 2710
clock inverter: 11 / 144
sequential: 154 / 3280
==> cell families after synthesis <==
group / after synthesis / share of synthesized area
buffers and inverters: 34 / 0.0406
and+or+nand+nor: 154 / 0.107
muxes: 154 / 0.284
DFF: 154 / 0.569
==> routing by layer <==
layer	GRT usage	routed length [µm]	vias up	share of wire
li1	-	-	2268	-
met1	0.200	6090	2095	0.39
met2	0.278	7270	197	0.47
met4	0.0309	304	0	0.020
met3	0.0729	1780	21	0.12
met5	0	0	-	0
==> cells in the final DEF (no fill, tap or decap), drive strengths merged <==
cell type and count:
clkdlybuf4s50 154, nor2 154, clkbuf 21, clkinvlp 4, inv 1, bufinv 3
mux2i 154, buf 179, clkinv 3, dfxtp 154
==> repair_timing <==
item | in CTS | in global routing
gates resized | 659 | 3
gates cloned | 0 | 0
endpoints found under the setup margin | 154 | 154
buffers inserted | 3 | 1
Power and IR drop assume default switching activity.
