===== ./design.v =====
`timescale 1ns / 1ps
module EX_MEM_SEG(
input Clk,
input stall,
input flush,
input [31:0] result,
input  ALUM2Reg,
input  DataMemRW,
input [31:0] readData2,
input [4:0] r2wr,
input if_wr_reg,
output reg [31:0] result_EX_MEM_SEG_out,
output reg DataMemRW_EX_MEM_SEG_out,
output reg ALUM2Reg_EX_MEM_SEG_out,
output reg [31:0] readData2_EX_MEM_SEG_out,
output reg [4:0] r2wr_EX_MEM_SEG_out,
output reg if_wr_reg_EX_MEM_SEG_out
);
always@(posedge Clk)
begin
if(flush)
begin
	result_EX_MEM_SEG_out<=32'b0;
	DataMemRW_EX_MEM_SEG_out<=1'b0;
	readData2_EX_MEM_SEG_out<=32'b0;
	ALUM2Reg_EX_MEM_SEG_out<=1'b0;
	r2wr_EX_MEM_SEG_out <= 5'b0;
	if_wr_reg_EX_MEM_SEG_out <= 1'b0;
end
else if(~stall)
begin
	 result_EX_MEM_SEG_out<=result;
	 DataMemRW_EX_MEM_SEG_out<=DataMemRW;
	 readData2_EX_MEM_SEG_out<=readData2;
	 ALUM2Reg_EX_MEM_SEG_out<=ALUM2Reg;
	 r2wr_EX_MEM_SEG_out <= r2wr;
	 if_wr_reg_EX_MEM_SEG_out <= if_wr_reg;
end
end
endmodule

===== ./run.sh =====
#!/bin/bash
# OpenROAD 26Q1-2900-gdf79404cd8, Yosys 0.63+post, stock flow scripts
make -C /OpenROAD-flow-scripts/flow DESIGN_CONFIG=/design/flow/config.mk WORK_HOME=/design/flow/orfs finish

===== ./config.mk =====
export PLATFORM = sky130hd
export DESIGN_NAME = EX_MEM_SEG
export DESIGN_NICKNAME = EX_MEM_SEG
export VERILOG_FILES = /design/flow/design.v
export SDC_FILE = /design/flow/constraint.sdc
export NUM_CORES = 4
export LEC_CHECK = 1
export CORE_UTILIZATION = 40

===== ./constraint.sdc =====
current_design EX_MEM_SEG

set clk_period 1.0
set clk_io_pct 0.2

create_clock -name clk0 -period $clk_period [get_ports {Clk}]

set non_clock_inputs [all_inputs -no_clocks]
set_input_delay [expr $clk_period * $clk_io_pct] -clock clk0 $non_clock_inputs
set_output_delay [expr $clk_period * $clk_io_pct] -clock clk0 [all_outputs]

==> results.json <==
{
  "sw_frac_of_total": 0.229,
  "cp_cell_sequence": "buf_2",
  "top_cells_by_count": "72 x dfxtp_1, 72 x mux2i_1, 72 x nor2_1",
  "slowest_delay_ns": 0.32,
  "required_ns": 0.80,
  "utilization": 0.657,
  "critPathKind": "register to output pin",
  "clock_power_share": 0.331,
  "start_kind": "register",
  "cp_num_buf_inv": 1,
  "largest_area_cell": "dfxtp_1",
  "ios": 147,
  "worst_pin_slew_ns": 0.196,
  "warnings": 27,
  "maxSlewHeadroom": 0.870,
  "grt_start_max_net_pins": 41,
  "path_max_fanout": 2,
  "finalHoldViolations": 0,
  "track_usage": 0.177,
  "postCtsHoldBufs": 0,
  "cts_buffer_depth": 2,
  "ys_seq_elements": 72,
  "place.gp.congestion": 0.745,
  "h-tree-depth": 3,
  "drive_gt1_frac": 0.432,
  "hold_start": "flush",
  "pwr-share-comb": 0.141,
  "grt_pass1_wl_mm": 8.85,
  "cts_sinks": 72,
  "top_cell_area_share": 0.559,
  "tritoncts": "built",
  "regToRegStartpoint": "result_EX_MEM_SEG_out[14]",
  "antenna_found_initial": 0,
  "antenna_left": 0,
  "clockRootBuffer": "clkbuf_8",
  "yosysWarnings": 1,
  "insertion_delay_ns": 0.33,
  "wl_mm": 5.93,
  "slew_violations": 0,
  "cts_buffers": 9,
  "final_cells": 459,
  "period_needed_ns": 0.968,
  "netlist_area_mm2": 0.00258,
  "grt_pass1_vias": 1994,
  "crit_start": "result_EX_MEM_SEG_out[17]",
  "chipArea_mm2": 0.00677,
  "drt_first_pass_iters": 4,
  "place_inst": 442,
  "rsz0062_at_grt": "true",
  "flop_cell": "dfxtp_1",
  "setup_viol": 0,
  "core_area_mm2": 0.00606,
  "skew_ns": 0,
  "grt-ovfl-total": 0,
  "outcome": "complete, no violations",
  "diodes": 0,
  "p_switching_uw": 1360,
  "row_count": 28,
  "area_leaders": "dfxtp_1 56%, mux2i_1 28%, nor2_1 10%",
  "crit_family": "flip-flops",
  "synthArstFlopShare": 0,
  "finalClockPeriodUsage": 0.968,
  "power_frac_seq": 0.529,
  "wl_per_cell_um": 12.9,
  "postSynthAreaPerCell_um2": 11.1,
  "ys_cells": 232,
  "cp.arrival_ns": 0.77,
  "ir_worst_vdd_uv": 1430,
  "leakagePower_uw": 0.00197,
  "endpoint_kind": "output pin",
  "clock.fmax_mhz": 1030,
  "vias": 2102,
  "avgViaCountPerCell": 4.58,
  "route.detailed.drc": 0,
  "drv_cap": 0,
  "dpl.hpwl_mm": 4.14,
  "min_path_type": "input port to register",
  "path_clk_slew_ns": 0.07,
  "cellInternalPower_uw": 4580,
  "core_util_floorplan": 0.426,
  "die_width_um": 82.3,
  "io_buffers": 146,
  "postSynthSeqShare": 0.559,
  "synth_cell_types": 8,
  "p_per_area_mw_per_mm2": 1490,
  "drt_iter0_drc": 43,
  "die_h_um": 82.3,
  "slowest_stage": "dfxtp_2",
  "syn_inst": 232,
  "syn_to_final_growth_pct": 54.4,
  "yosys_area_mm2": 0.00258,
  "edf_count": 0
}
layout make-up:
class / instances / area, um^2
clock buffer: 12 / 145
sequential: 72 / 1530
clock inverter: 4 / 20.0
timing repair buffer: 152 / 1200
tap: 75 / 93.8
fill: 508 / 2080
multi-input combinational: 144 / 991
layer usage:
| layer | GRT usage | wire, um | share of wire |
|---|---|---|---|
| met2 | 0.295 | 2720 | 0.46 |
| met4 | 0.0158 | 57 | 0.0096 |
| met5 | 0 | 0 | 0 |
| met3 | 0.0858 | 771 | 0.13 |
| met1 | 0.217 | 2380 | 0.40 |
tightest hold or removal path, stage by stage:
cell	delay (ns)
buf_2	0.13
buf_12	0.19
nor2_1	0.06
path summary, 6_finish.rpt:
check	endpoint	slack [ns]	depth (start not counted)
setup / recovery	result_EX_MEM_SEG_out[17]	0.03	1
hold reg to reg	result_EX_MEM_SEG_out[16]	0.48	2
setup reg to reg	result_EX_MEM_SEG_out[14]	0.28	3
hold / removal	result_EX_MEM_SEG_out[12]	0.29	3
cells by family after synthesis:
group,share of synthesized area
buffers and inverters,0.0572
multiplexers,0.279
flip-flops,0.559
AND/OR/NAND/NOR,0.105
flip-flops by register name, summed over array words and instances (netlist names):
register,flops
if_wr_reg_EX_MEM_SEG_out,1
result_EX_MEM_SEG_out,32
ALUM2Reg_EX_MEM_SEG_out,1
DataMemRW_EX_MEM_SEG_out,1
readData2_EX_MEM_SEG_out,32
r2wr_EX_MEM_SEG_out,5
layout by cell type (no fill, tap or decap):
cell | synthesis | layout
dfxtp_2 | 0 | 72
clkbuf_8 | 0 | 10
clkdlybuf4s50_1 | 0 | 72
buf_2 | 0 | 73
nor2_1 | 72 | 72
clkinv_2 | 0 | 4
clkbuf_1 | 2 | 2
mux2i_1 | 72 | 72
buf_4 | 0 | 2
buf_12 | 0 | 5
power by group through the flow:
stage     Combinational (uW)  Clock, uW  Sequential, uW
4_1_cts                  852       2040            3140
5_1_grt                  923       2160            3170
6_report                 837       1970            3140
through the flow:
step / hold slack, ns / TNS [ns] / setup slack, ns / cell area [um^2] / power (uW)
finish: 0.288 / 0 / 0.0317 / 3980 / 5940
global route: 0.295 / -0.0250 / -0.00802 / 3980 / 6250
CTS: 0.283 / 0 / 0.0147 / 3980 / 6040
detailed placement: 0.484 / -0.00579 / -0.00579 / 4080 / 4180
global placement: 0.473 / 0 / 0.000188 / 4080 / 4170
floorplan: 0.344 / 0 / 0.150 / 2580 / 3510
what timing repair did:
item | 4_1_cts | 5_1_grt
cloned | 0 | 0
endpoints found under the setup margin | 72 | 11
gates resized | 290 | 0
setup buffers | 1 | 0
No activity file was given, so power comes from the tool's default toggle rates.
